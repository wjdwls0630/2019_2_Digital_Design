===== design/flow/run.sh =====
#!/bin/bash
# OpenROAD 26Q1-2900-gdf79404cd8, Yosys 0.63+post, stock flow scripts
make -C /OpenROAD-flow-scripts/flow DESIGN_CONFIG=/design/flow/config.mk WORK_HOME=/design/flow/orfs finish

===== design/flow/config.mk =====
export PLATFORM = sky130hd
export DESIGN_NAME = LD_Driver_ASMD_v_jin
export DESIGN_NICKNAME = LD_Driver_ASMD_v_jin
export VERILOG_FILES = /design/flow/design.v
export SDC_FILE = /design/flow/constraint.sdc
export NUM_CORES = 4
export LEC_CHECK = 1
export CORE_UTILIZATION = 40

===== design/flow/constraint.sdc =====
current_design LD_Driver_ASMD_v_jin

set clk_period 6.0
set clk_io_pct 0.2

create_clock -name clk0 -period $clk_period [get_ports {CLK}]

set non_clock_inputs [all_inputs -no_clocks]
set_input_delay [expr $clk_period * $clk_io_pct] -clock clk0 $non_clock_inputs
set_output_delay [expr $clk_period * $clk_io_pct] -clock clk0 [all_outputs]

===== design/flow/design.v =====
module LD_Driver_ASMD_v_jin(
   output reg [12:0] I_out,
   output reg Start_C,
   output reg Clr_C,
   input [12:0] I_set,
   input SW_ON, LD_ON, C_out,
   input CLK, Clrn
);
   reg LD_ON_reg;  
   reg [12:0] I_set_reg;  
   reg [12:0] I_incr;  
   reg [2:0] pstate, nstate;
   reg set_I_reg, set_I_incr, rst_LD, set_LD, clr_I_out, rst_Start_C, set_Start_C,
   rst_Clr_C, set_Clr_C, incr_I, decr_I;
   parameter S0=3'b000, S1=3'b001, S2=3'b010, S3=3'b011, S4=3'b100, S5=3'b101;
   always @(posedge CLK, negedge Clrn) begin
      if(~Clrn) pstate <= S0;
      else pstate <= nstate;  
   end
   always @(SW_ON, LD_ON_reg, pstate, I_out, I_set_reg) begin
      case(pstate)
         S0:
         begin
            if(SW_ON & LD_ON_reg) nstate <= S1;
            else nstate <= S0;
         end
         S1:
         begin
           if(SW_ON & LD_ON_reg) begin
              if(I_out >= I_set_reg) nstate <= S3;
              else nstate <= S1;
           end
           else nstate <= S2;
         end
         S2:
         begin
            if(SW_ON) begin
               if(LD_ON_reg) nstate <= S1;
               else nstate <= S2;
            end
            else
               if(I_out <= 4'b1010) nstate <= S0;
               else nstate <= S2;
         end
         default:
         begin
            if(SW_ON & LD_ON_reg) begin
               if (I_out != I_set_reg) begin
                  if(I_out < I_set_reg) nstate <= S4;  
                  else nstate <= S5;
               end
            else nstate <= S3;
           end
           else nstate <= S2;
         end
      endcase
   end
   always @(SW_ON, LD_ON_reg, pstate, I_out, I_set_reg) begin
      rst_LD <= 1'b0;
      set_LD <= 1'b0;
      clr_I_out <= 1'b0;
      rst_Start_C <= 1'b0;
      set_Start_C <= 1'b0;
      rst_Clr_C <= 1'b0;
      set_Clr_C <= 1'b0;
      incr_I <= 1'b0;
      decr_I <= 1'b0;
      if (SW_ON) set_LD <= 1'b1;
      else rst_LD <= 1'b1;
      set_I_reg <= 1'b1;  
      set_I_incr <= 1'b1;  
      case (pstate)
         S0:
         begin
            clr_I_out <= 1'b1;
            if(SW_ON) begin
               set_Start_C <= 1'b1;
               rst_Clr_C <= 1'b1;
            end
            else rst_Start_C <= 1'b1;
         end
         S1:
         begin
            if(SW_ON) begin
               if(LD_ON_reg) begin
                  rst_Clr_C <= 1'b1;
                  if(I_out < I_set_reg) begin
                     if(C_out == 1'b1) begin
                        incr_I <= 1'b1;
                     end
                  end
                end
              else Clr_C <= 1'b1;
            end
            else Clr_C <= 1'b1;
          end
          S2:
          begin
             if(SW_ON) begin
                if(!LD_ON_reg) begin
                   rst_Clr_C <= 1'b1;
                   if(I_out >= 4'b1010) begin
                      if(C_out == 1'b1) begin
                         decr_I <= 1'b1;
                      end
                   end
                end
                else Clr_C <= 1'b1;
             end
             else begin
                if(I_out >= 4'b1010) begin
                   rst_Clr_C <= 1'b1;
                   if(C_out == 1'b1) begin
                      decr_I <= 1'b1;
                   end
                end
                else Clr_C <= 1'b1;
             end
          end
          S3:
             set_Clr_C <= 1'b1;
          S4:
          begin
             if(SW_ON) begin
                if(LD_ON_reg) begin
                   rst_Clr_C <= 1'b1;
                   if(I_out < I_set_reg) begin
                      if(C_out == 1'b1) begin
                         incr_I <= 1'b1;
                      end
                   end
                end
                else Clr_C <= 1'b1;
             end
             else Clr_C <= 1'b1;
          end
          S5:
          begin
             if(SW_ON) begin
                if(LD_ON_reg) begin
                   rst_Clr_C <= 1'b1;
                   if(I_out > I_set_reg) begin
                      if(C_out == 1'b1) begin
                         decr_I <= 1'b1;
                      end
                   end
                end
                else Clr_C <= 1'b1;
             end
             else Clr_C <= 1'b1;
          end
      endcase
   end
   always @ ( posedge CLK, negedge Clrn ) begin
      if(~Clrn) begin
         I_out <= 13'b0;
         LD_ON_reg <= 1'b0;
         I_set_reg <= 13'b0;
         I_incr <= 13'b0;
      end
      else begin
         if(set_I_reg) I_set_reg <= I_set;  
         if(set_I_incr) I_incr <= (I_set >> 10);   
         if(rst_LD) LD_ON_reg <= 1'b0;
         if(set_LD) LD_ON_reg <= LD_ON;
         if(clr_I_out) I_out <= 13'b0;
         if(rst_Start_C) Start_C <= 1'b0;
         if(set_Start_C) Start_C <= 1'b1;
         if(rst_Clr_C) Clr_C <= 1'b0;
         if(set_Clr_C) Clr_C <= 1'b1;
         if(incr_I) I_out <= I_out + I_incr;
         if(decr_I) I_out <= I_out - (I_incr << 1);
      end
   end
endmodule

==> impl_metrics.env <==
# implementation run metrics
export IMPL_worstPathArrival_ns=3.34
export IMPL_final_core_util=0.519
export IMPL_grt_ovfl_total=0
export IMPL_diodes=0
export IMPL_cts_hold_buffers_added=0
export IMPL_htree_levels=2
export IMPL_mux_share=0
export IMPL_routedWlPerCell_um=15.2
export IMPL_warnings=25
export IMPL_worstSetupEndpointType="flip-flop"
export IMPL_async_flop_share=0.971
export IMPL_root_buffer="clkbuf_8"
export IMPL_grt_pass1_vias=1699
export IMPL_grt_pass1_wl_um=8410
export IMPL_post_cts_resize_count=0
export IMPL_yosys_cells=231
export IMPL_final_comb_area_um2=1210
export IMPL_synth_xor_area_share=0.0318
export IMPL_clk_pin_slew_ns=0.08
export IMPL_tns_ns=0
export IMPL_rsz0062_at_grt="no"
export IMPL_drc=0
export IMPL_setup_viol=0
export IMPL_grt_max_degree=35
export IMPL_period_needed_ns=3.13
export IMPL_slew_violations=0
export IMPL_slowest_stage="clkdlybuf4s50_1"
export IMPL_io_pins=33
export IMPL_critical_path_max_fanout=9
export IMPL_vias=1837
export IMPL_gp_congestion=0.881
export IMPL_post_cts_buffers=0
export IMPL_fillers=478
export IMPL_grt_usage=0.186
export IMPL_yosys_warnings=3
export IMPL_synthToLayoutAreaGrowth_pct=22.7
export IMPL_fa_ha_area_frac=0.126
export IMPL_antenna_found_initial=0
export IMPL_drt_iter0_drc=115
export IMPL_clock_fmax_ghz=0.320
export IMPL_worst_pin_slew_ns=0.580
export IMPL_seq_area_um2=857
export IMPL_coreArea_um2=5200
export IMPL_clk_path_buf_depth=2
export IMPL_crit_required_ns=6.21
export IMPL_cts_sinks=34
export IMPL_io_buffers=31
export IMPL_fp_dieW_um=76.2
export IMPL_status="complete, no violations"
export IMPL_power_density_nw_per_um2=336
export IMPL_synth_edff_count=1
export IMPL_yosys_area_um2=2200
export IMPL_largest_reg_flops=13
export IMPL_place_worst_setup_slack_ns=2.59
export IMPL_ys_seq_frac=0.389
export IMPL_irDropWorstVdd_mv=0.153
export IMPL_dp_hpwl_um=3710
export IMPL_totalWireLength_um=5060
export IMPL_synthTopLogicFamily="simple AND/OR/NAND/NOR gates"
export IMPL_relSlewSlack=0.610
export IMPL_fp_row_count=26
export IMPL_setup_ws_ns=2.87
export IMPL_total_power_mw=0.908
export IMPL_dr_pass1_iters=4
export IMPL_clk_latency_ns=0.30
export IMPL_fin_crit_sh=0.522
export IMPL_max_stage_delay_ns=0.52
export IMPL_netlist_cell_type_count=55
export IMPL_min_delay_path_class="flip-flop to flip-flop"
export IMPL_top_area_frac=0.363
export IMPL_skew_ns=0.0107
export IMPL_netlist_instances=231
export IMPL_hold_viol=0
export IMPL_synthesis_area_um2=2200
export IMPL_path_cells="clkdlybuf4s50_1, nand2_1, nand3_1, or2_2, a31o_1, or4_1, a32oi_1"
export IMPL_yosys_top_cells_area="dfrtp_1, ha_1, inv_1"
export IMPL_critPathKind="input pin to flip-flop"
export IMPL_syn_avg_cell_area_um2=9.54
export IMPL_cts_buffers=5
export IMPL_top_area_cell="dfrtp_1"
export IMPL_startpoint_type="input pin"
export IMPL_synth_simple_area_share=0.195
export IMPL_viasPerCell=5.50
export IMPL_synth_top_flop_cell="dfrtp_1"
export IMPL_die_area_um2=5810
export IMPL_cap_violations=0
export IMPL_ys_flops=34
export IMPL_synthAoiAreaFrac=0.194
export IMPL_fp_dieH_um=76.2
export IMPL_layout_drive_gt1_share=0.0758
export IMPL_tritoncts="done"
export IMPL_ant_nets=0
export IMPL_fp_util=0.423
export IMPL_leakagePower_nw=1.16
layer usage:
layer	track usage	vias up	routed length, um
li1	-	920	-
met1	0.303	865	2530
met2	0.273	44	2240
met3	0.0280	8	232
met4	0.0288	0	55
met5	0	-	0
critical path, delay by kind of cell:
family                 cells  cell delay [ns]
buffers and inverters      1             0.52
AOI/OAI and AO/OA          2             0.52
and+or+nand+nor            4             1.10
path summary, 6_finish.rpt:
kind | start | end | cells past startpoint | slack [ns]
worst min register to register | LD_ON_reg$_DFF_PN0_ | pstate[0]$_DFF_PN1_ | 1 | 0.54
max in group asynchronous | Clrn | pstate[0]$_DFF_PN1_ | 2 | 4.37
worst min-delay path | LD_ON_reg$_DFF_PN0_ | pstate[0]$_DFF_PN1_ | 1 | 0.54
worst max-delay path | SW_ON | I_out[9]$_DFFE_PN0P_ | 7 | 2.87
worst max register to register | I_out[8]$_DFFE_PN0P_ | I_out[11]$_DFFE_PN0P_ | 6 | 3.08
min in group asynchronous | Clrn | I_out[0]$_DFFE_PN0P_ | 2 | 1.30
cells in the mapped netlist (3+ instances only):
cell type and number:
a21oi_1 10, a222oi_1 3, a31oi_1 7, a32oi_1 4, and2_1 4, buf_2 4, dfrtp_1 32, ha_1 19
inv_1 21, nand2_1 18, nand2b_1 4, nand3_1 7, nand4_1 6, nor2_1 13, nor2b_1 3, nor3_1 8
o21ai_0 8, o221ai_1 3, xnor2_1 7
final cells by class:
type / instances / area share
timing repair buffer: 34 / 0.123
sequential: 34 / 0.317
multi-input combinational: 167 / 0.447
tap: 70 / 0.0324
inverter: 21 / 0.0292
clock inverter: 3 / 0.0255
clock buffer: 5 / 0.0255
logic make-up (layout without fill, tap and decap cells):
group                    count (synthesis)  in the layout
AND-OR/OR-AND                           59             59
flip-flops                              34             34
buffers and inverters                   30             63
adder cells (fa/ha/maj)                 21             21
other                                    1              1
AND/OR/NAND/NOR                         78             78
XOR/XNOR                                 8              8
cell usage in the layout (no fill, tap or decap), types with 3 or more instances in the layout:
| cell type | netlist | layout |
|---|---|---|
| dfrtp_1 | 32 | 32 |
| clkdlybuf4s50_1 | 0 | 31 |
| inv_1 | 21 | 21 |
| ha_1 | 19 | 19 |
| nand2_1 | 18 | 18 |
| nor2_1 | 13 | 13 |
| a21oi_1 | 10 | 10 |
| nor3_1 | 8 | 8 |
| o21ai_0 | 8 | 8 |
| nand3_1 | 7 | 7 |
| a31oi_1 | 7 | 7 |
| xnor2_1 | 7 | 7 |
| nand4_1 | 6 | 6 |
| clkbuf_8 | 0 | 5 |
| a32oi_1 | 4 | 4 |
| nand2b_1 | 4 | 4 |
| and2_1 | 4 | 4 |
| nor2b_1 | 3 | 3 |
| o221ai_1 | 3 | 3 |
| a222oi_1 | 3 | 3 |
| buf_4 | 1 | 3 |
report_power, final:
part / internal, mW / total [mW] / switching (mW) / leakage (nW)
Clock: 0.166 / 0.256 / 0.0899 / 0.0683
Sequential: 0.262 / 0.325 / 0.0633 / 0.432
Combinational: 0.172 / 0.326 / 0.154 / 0.659
per-stage QoR:
stage / cells / hold WS, ns / instance area, um^2
2_1_floorplan: 231 / 0.473 / 2200
3_3_place_gp: 326 / 0.526 / 2560
3_5_place_dp: 326 / 0.530 / 2560
4_1_cts: 334 / 0.537 / 2700
5_1_grt: 334 / 0.555 / 2700
6_report: 334 / 0.539 / 2700
Power and IR drop assume default switching activity.
