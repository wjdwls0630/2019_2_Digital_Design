### /design/flow/design.v
module Counter_1E6_ASM_v_jin(
   output reg C_out,
   input Start_C, Clr_C,
   input CLK, Clrn
);
   reg [19:0] A;  
   reg [1:0] pstate, nstate;  
   parameter S0 = 2'b00, S1=2'b11;
   always @(posedge CLK, negedge Clrn) begin
	  if(~Clrn) begin
		 pstate <= S0;
		 A <= 20'b0;
		 C_out <= 1'b0;
	  end
	  else begin
		 pstate <= nstate;  
		 case(pstate) 
			S0:
			begin
			   if(Start_C) begin
				  A <= 20'b0;
				  C_out <= 1'b0;
			   end
			end
			S1:
			begin
			   if(Start_C) begin
				  if(Clr_C) begin
					 A <= 20'b0;
					 C_out <= 1'b0;
				  end
				  else begin
					 if(A==20'd999999) begin
						A <= 20'b0;
						C_out <= 1'b1;
					 end
					 else begin
						A <= A + 1'b1;
						C_out <= 1'b0;
					 end
				  end
			   end
			end
		 endcase
	  end
   end
   always@(pstate, Start_C) begin
	  case(pstate)
		 S0:
		 begin
			if(Start_C) nstate <= S1;
			else nstate <= S0;
		 end
		 S1:
		 begin
			if(Start_C) nstate <= S1;
			else nstate <= S0;
		 end
	  endcase
   end
endmodule
module LD_Driver_ASM_v_jin(
   output reg [12:0] I_out,
   output reg Start_C,
   output reg Clr_C,
   input [12:0] I_set,
   input SW_ON, LD_ON, C_out,
   input CLK, Clrn
);
   reg LD_ON_reg;  
   reg [12:0] I_set_reg;  
   reg [12:0] I_incr;  
   reg [2:0] pstate, nstate;
   parameter S0=3'b000, S1=3'b001, S2=3'b010, S3=3'b011, S4=3'b100, S5=3'b101;
   always @(posedge CLK, negedge Clrn) begin
	  if(~Clrn) begin
		 pstate <= S0;
		 I_out <= 13'b0;
		 Start_C <= 1'b0;
		 Clr_C <= 1'b0;
		 LD_ON_reg <= 1'b0;
		 I_set_reg <= 13'b0;
		 I_incr <= 13'b0;
	  end
	  else begin
		 pstate <= nstate;  
		 if(SW_ON) LD_ON_reg <= LD_ON;
		 else LD_ON_reg <= 1'b0;
		 I_set_reg <= I_set;
		 I_incr <= (I_set >> 10);  
		 case(pstate)
			S0:
			begin
			   I_out <= 13'b0;
			   if(SW_ON) begin
				  Start_C <= 1'b1;
				  Clr_C <= 1'b0;
			   end 
			   else Start_C <= 1'b0;
			end
			S1:
			begin
			   if(SW_ON) begin
				  if(LD_ON_reg) begin
					 Clr_C <= 1'b0;
					 if(I_out < I_set_reg) begin
						if(C_out == 1'b1) begin
						   I_out <= I_out+I_incr;
						end
					 end
				  end 
				  else Clr_C <= 1'b1;
			   end 
			   else Clr_C <= 1'b1;
			end
			S2:
			begin
			   if(SW_ON) begin
				  if(!LD_ON_reg) begin
					 Clr_C <= 1'b0;
					 if(I_out >= 4'b1010) begin
						if(C_out == 1'b1) begin 
						   I_out <= I_out-(I_incr << 1); 
						end
					 end 
				  end
				  else Clr_C <= 1'b1;
			   end
			   else begin
				  if(I_out >= 4'b1010) begin
					 Clr_C <= 1'b0;
					 if(C_out == 1'b1) begin
						I_out <= I_out-(I_incr << 1);
					 end
				  end 
				  else Clr_C <= 1'b1;
			   end
			end
			S3:
			begin 
			   Clr_C <= 1'b1;
			end
			S4:
			begin
			   if(SW_ON) begin
				  if(LD_ON_reg) begin
					 Clr_C <= 1'b0;
					 if(I_out < I_set_reg) begin
						if(C_out == 1'b1) begin
						   I_out <= I_out+I_incr;
						end
					 end
				  end 
				  else Clr_C <= 1'b1;
			   end 
			   else Clr_C <= 1'b1;
			end
			S5:
			begin
			   if(SW_ON) begin
				  if(LD_ON_reg) begin
					 Clr_C <= 1'b0;
					 if(I_out > I_set_reg) begin
						if(C_out == 1'b1) begin
						   I_out <= I_out-(I_incr<<1);
						end
					 end
				  end 
				  else Clr_C <= 1'b1;
			   end 
			   else Clr_C <= 1'b1;
			end
		 endcase
	  end
   end
   always @(SW_ON, LD_ON_reg, pstate, I_out, I_set_reg) begin
	  case(pstate)
		 S0: 
		 begin 
			if(SW_ON & LD_ON_reg) nstate <= S1;
			else nstate <= S0;
		 end
		 S1:
		 begin
			if(SW_ON & LD_ON_reg) begin
				  if(I_out >= I_set_reg) nstate <= S3;
				  else nstate <= S1;
			end
			else nstate <= S2;
		 end
		 S2:
		 begin
			if(SW_ON) begin
	  		   if(LD_ON_reg) nstate <= S1;
			   else nstate <= S2;
			end
			else
			   if(I_out <= 4'b1010) nstate <= S0;
			   else nstate <= S2;
		 end
		 default: 
		 begin 
			if(SW_ON & LD_ON_reg) begin
			   if (I_out != I_set_reg) begin
				  if(I_out < I_set_reg) nstate <= S4;  
				  else nstate <= S5;
			   end
			   else nstate <= S3;
			end
			else nstate <= S2;
		 end
	  endcase
   end
endmodule
module top(
   output [12:0] I_out,
   input [12:0] I_set,
   input SW_ON, LD_ON,
   input CLK, Clrn
);
   wire Start_C, Clr_C, C_out;
   Counter_1E6_ASM_v_jin C1 (
	  .C_out(C_out),
	  .Start_C(Start_C),
	  .Clr_C(Clr_C),
	  .CLK(CLK),
	  .Clrn(Clrn));
   LD_Driver_ASM_v_jin LD1 (
	  .I_out(I_out),
	  .Start_C(Start_C),
	  .Clr_C(Clr_C),
	  .I_set(I_set),
	  .SW_ON(SW_ON),
	  .LD_ON(LD_ON), 
	  .C_out(C_out), 
	  .CLK(CLK),
	  .Clrn(Clrn));
endmodule
### /design/flow/run.sh
#!/bin/bash
# OpenROAD 26Q1-2900-gdf79404cd8, Yosys 0.63+post, stock flow scripts
make -C /OpenROAD-flow-scripts/flow DESIGN_CONFIG=/design/flow/config.mk WORK_HOME=/design/flow/orfs finish
### /design/flow/config.mk
export PLATFORM = sky130hd
export DESIGN_NAME = top
export DESIGN_NICKNAME = top
export VERILOG_FILES = /design/flow/design.v
export SDC_FILE = /design/flow/constraint.sdc
export NUM_CORES = 4
export LEC_CHECK = 1
export CORE_UTILIZATION = 50
### /design/flow/constraint.sdc
current_design top

set clk_period 5.3
set clk_io_pct 0.2

create_clock -name clk0 -period $clk_period [get_ports {CLK}]

set non_clock_inputs [all_inputs -no_clocks]
set_input_delay [expr $clk_period * $clk_io_pct] -clock clk0 $non_clock_inputs
set_output_delay [expr $clk_period * $clk_io_pct] -clock clk0 [all_outputs]
==> flow_metrics.env <==
# flow metrics
export IMPL_largest_reg_flops=20
export IMPL_grt_overflow_total=0
export IMPL_hold_buffers=0
export IMPL_ys_flop_type="dfrtp_1"
export IMPL_wl_met1_um=4167
export IMPL_initial_utilization_pct=51.85
export IMPL_hold_end="C1.A[17]$_DFFE_PN0P_"
export IMPL_p_leak_nw=1.732
export IMPL_avgRoutedWirePerCell_um=16.30
export IMPL_clock_latency_ps=340
export IMPL_powerDensity_mw_per_mm2=227.4
export IMPL_ys_warnings_count=2
export IMPL_critical_path_top_delay_family="simple AND/OR/NAND/NOR gates"
export IMPL_tightest_slew_ps=854.1
export IMPL_cp_cell_sequence="ha_1 > nand4_1 > nor4_1 > a21oi_1 > mux2i_1 > buf_4 > or2_1 > o21ai_0"
export IMPL_wl_met3_um=505
export IMPL_fin_crit_ps=3104
export IMPL_htreeDepth=3
export IMPL_syn_avg_cell_area_um2=9.036
export IMPL_ant_nets=0
export IMPL_first_pass_iters=5
export IMPL_topRoutingLayerUsed="met4"
export IMPL_endpoint_kind="flop"
export IMPL_layout_top_cell="dfrtp_1"
export IMPL_finalHoldViolations=0
export IMPL_grt_max_degree=58
export IMPL_grt_usage_pct=25.69
export IMPL_antenna_found_initial=0
export IMPL_cap_viol_max_count=0
export IMPL_drt_initial_drc_count=298
export IMPL_period_used_pct=58.57
export IMPL_yosys_area_mm2=0.003542
export IMPL_clk_path_buf_depth=2
export IMPL_ys_seq_share_pct=40.30
export IMPL_relSlewSlack_pct=42.54
export IMPL_status="finished clean"
export IMPL_dieArea_mm2=0.007425
export IMPL_cts_sinks=57
export IMPL_dp_hpwl_um=5562
export IMPL_warning_count=26
export IMPL_r2r_start="LD1.I_out[10]$_DFFE_PN0P_"
export IMPL_cts_tree="done"
export IMPL_largest_area_cell="dfrtp_1"
export IMPL_crit_buf_inv=1
export IMPL_wl_met2_um=3544
export IMPL_vias=3090
export IMPL_cts_setup_buffers=0
export IMPL_io_pin_count=30
export IMPL_ys_types=65
export IMPL_whs_path_depth=1
export IMPL_synth_cells=392
export IMPL_place_area_mm2=0.003876
export IMPL_fp_coreArea_mm2=0.006832
export IMPL_routed_wl_um=8364
export IMPL_flop_area_mm2=0.001428
export IMPL_ys_cells=392
export IMPL_grt_setup_unrepaired="false"
export IMPL_min_delay_path_class="flop to flop"
export IMPL_syn_area_mm2=0.003542
export IMPL_slew_violations=0
export IMPL_drive_above_1_share_pct=8.153
export IMPL_finClkSkew_ps=9.176
export IMPL_crit_fanout=13
export IMPL_drc=0
export IMPL_critical_path_required_ps=5500
export IMPL_reg2reg_depth=8
export IMPL_setup_viol=0
export IMPL_area_delta_synth_final_pct=15.30
export IMPL_rows=30
export IMPL_synth_top_area_share_pct=39.56
export IMPL_crit_type="flop to flop"
export IMPL_crit_slowest_cell="nor4_1"
export IMPL_arrival_ps=3300
export IMPL_grt_pass1_vias=2889
export IMPL_post_cts_resized=0
export IMPL_via_per_inst=6.023
export IMPL_ys_ff=57
export IMPL_die_h_um=86.17
export IMPL_start_kind="flop"
export IMPL_fmax_mhz=322.1
export IMPL_ys_async_sr_fraction_pct=100.0
export IMPL_clk_pin_slew_ps=70
export IMPL_antenna_cells=0
export IMPL_num_fill_cells=571
export IMPL_root_buffer="clkbuf_8"
export IMPL_logic_area_mm2=0.001919
export IMPL_r2r_slack_ps=2200
export IMPL_max_stage_delay_ps=780
export IMPL_reg2reg_to="LD1.I_out[3]$_DFFE_PN0P_"
export IMPL_ir_worst_vdd_mv=0.1385
export IMPL_hold_start="C1.A[17]$_DFFE_PN0P_"
export IMPL_portBuffers=29
export IMPL_fin_area_mm2=0.004084
export IMPL_synthTopCellsByArea="dfrtp_1 (40%), ha_1 (7.1%), o31ai_1 (4.0%)"
export IMPL_final_core_util_pct=59.78
export IMPL_edf_count=0
export IMPL_tns_ps=0
export IMPL_grt_pass1_wl_um=14520
export IMPL_numCtsBuffers=9
export IMPL_die_w_um=86.17
export IMPL_gp_congestion=0.8763
export IMPL_final_cell_mix="dfrtp_1 (56), nand2_1 (36), clkdlybuf4s50_1 (28)"
## stage by stage
step	hold slack, ps	power (mW)	worst slack [ps]	cells
finish	509.1	0.9287	2196	513
global route	523.4	0.9684	1882	513
CTS	511.3	0.9421	2226	513
detailed placement	501.8	0.4953	2047	498
global placement	496.5	0.4949	2097	498
floorplan	386.4	0.4684	2850	392
## cell families after synthesis
group / after synthesis / synth area share (%)
adder cells (fa/ha/maj): 22 / 8.195
buffers and inverters: 47 / 5.510
AND-OR/OR-AND: 127 / 24.73
flip-flops: 57 / 40.30
XOR/XNOR: 3 / 0.7419
AND/OR/NAND/NOR: 132 / 19.32
multiplexers: 4 / 1.201
## power breakdown
part           internal (mW)  switching [mW]  total (mW)
registers              0.440         0.00247       0.443
logic                 0.0194          0.0244      0.0438
clock network          0.260           0.182       0.442
## Yosys cell counts (6+ instances only)
cell,number
o31ai_1,19
or2_2,6
nor4_1,6
a21o_1,6
a31oi_1,8
ha_1,20
o41ai_1,7
nand2_1,36
clkbuf_1,18
nor2_1,23
nor3_1,14
nand4_1,7
and3_1,6
a21oi_1,19
o21ai_0,26
inv_1,23
nand3_1,6
dfrtp_1,56
## layout make-up
type | instances | area share, %
Multi-Input combinational cell | 288 | 47.00
Inverter | 23 | 2.114
Tap cell | 96 | 2.941
Clock buffer | 9 | 3.033
Clock inverter | 6 | 2.053
Sequential cell | 57 | 34.96
Timing Repair Buffer | 34 | 7.904
## layer usage
metal | vias to the layer above | track usage (%)
met4 | 0 | 4.242
met3 | 14 | 4.058
met2 | 114 | 35.71
met5 | - | 0
li1 | 1508 | -
met1 | 1454 | 44.89
## worst max path at each step
| stage | start | end | slack, ps | cells after the start |
|---|---|---|---|---|
| final | LD1.I_out[10]$_DFFE_PN0P_ | LD1.I_out[3]$_DFFE_PN0P_ | 2200 | 8 |
| after CTS | LD1.I_out[10]$_DFFE_PN0P_ | LD1.I_out[3]$_DFFE_PN0P_ | 2230 | 8 |
| after global routing | LD1.I_out[10]$_DFFE_PN0P_ | LD1.I_out[9]$_DFFE_PN0P_ | 1880 | 8 |
No activity file was given, so power comes from the tool's default toggle rates.
